`flow/config.mk`:
```
export PLATFORM = sky130hd
export DESIGN_NAME = adder
export DESIGN_NICKNAME = adder
export VERILOG_FILES = /design/flow/design.v
export SDC_FILE = /design/flow/constraint.sdc
export NUM_CORES = 4
export LEC_CHECK = 1
export CORE_AREA = 10 10 77 77
export DIE_AREA = 0 0 87 87
```
`flow/constraint.sdc`:
```
current_design adder

set clk_period 7.9
set clk_io_pct 0.2

create_clock -name clk0 -period $clk_period

set non_clock_inputs [all_inputs -no_clocks]
set_input_delay [expr $clk_period * $clk_io_pct] -clock clk0 $non_clock_inputs
set_output_delay [expr $clk_period * $clk_io_pct] -clock clk0 [all_outputs]
```
`flow/design.v`:
```
module adder (a, b, sum);
  input [15:0] a, b;
  output [15:0] sum;
  wire [15:0] sum;
  assign sum = a + b;
endmodule
```
`flow/run.sh`:
```
#!/bin/bash
# OpenROAD 26Q1-2900-gdf79404cd8, Yosys 0.63+post, stock flow scripts
make -C /OpenROAD-flow-scripts/flow DESIGN_CONFIG=/design/flow/config.mk WORK_HOME=/design/flow/orfs finish
```
==> impl_metrics.toml <==
# synthesis and place-and-route metrics
[grt]
grt_pass1_wl_um = 3995
grt_max_degree = 7
first_global_vias = 860
grt_use_total_pct = 6.265
antenna_found_initial = 0
grt-ovfl-total = 0

[timing]
fin_crit_ns = 5.800
maxSlewViolCount = 0
hold_viol = 0
tns_ns = 0
finalClockPeriodUsage_pct = 73.42
finalWorstSetupSlack_ns = 2.100
setup_viol = 0
rsz0062_at_grt = "false"
worstMarginPinSlew_ns = 0.4452
slew-limit-headroom_pct = 70.00
max_freq_mhz = 172.4

[placed_design]
dp_slack_ns = 2.092
port_buffers = 48
dp_hpwl_um = 2280
post_dp_cell_area_mm2 = 0.001270
place_congestion = 0.7996

[final_layout]
final_util_pct = 29.17
drive_above_1_share_pct = 2.740
nFillCells = 477
logic_area_um2 = 713.2
clkbuf_count = 0
register_area_um2 = 0
syn2layout_area_growth_pct = 75.30
postLayoutCellArea_mm2 = 0.001270
ff_count = 0

[routing]
vias_per_cell = 4.424
drtAntennaViolNets = 0
drt-initial-drc-count = 35
n_antenna_cell = 0
wl_per_cell_um = 12.48
dr.pass1.iters = 4
num_vias = 876
route.detailed.drc = 0
drt-total-wl_um = 2472

[worst_setup_path]
critPathSlowestCell = "clkdlybuf4s50_1"
crit_chain = "clkdlybuf4s50_1 -> ha_1 -> fa_1 -> a21o_2 -> a311oi_2 -> o21ai_0 -> a311oi_1 -> nor3_1 -> clkdlybuf4s50_1"
cp-start-kind = "input port"
critPathMaxStageDelay_ns = 0.45
crit_type = "input port to output pin"
critPathCaptureType = "output pin"
path_delay_family = "AND-OR/OR-AND gates"
crit_top_cell = "clkdlybuf4s50_1"
worstPathArrival_ns = 4.22
required_ns = 6.32
crit_fanout = 3
worstPathBufferInverterCount = 2

[clock_tree]
holdBufCountCts = 0
post_cts_resized = 0
cts_setup_buffers = 0

[power_and_ir_drop]
switching_share_pct = 36.66
p_leak_nw = 0.5007
p_comb_share_pct = 100.0
totalPowerFinal_mw = 0.1066
power.density_mw_per_mm2 = 83.96
pwr-share-seq_pct = 0
vdd_drop_max_mv = 0.03401
net-switching-power_mw = 0.03909
p_clk_share_pct = 0
internal_power_mw = 0.06754

[logic_synthesis]
yosys.stat.seqShare_pct = 0
syn_avg_cell_area_um2 = 7.392
yosys_warnings = 0
yosysTopAreaCell = "ha_1"
netlist_instances = 98
top_cells_by_area = "ha_1, xnor2_1, a21oi_1"
ys_area_um2 = 724.4
synth_top_area_share_pct = 25.91
ys_cells = 98
syn-cell-area_um2 = 724.4
synthDistinctLibCells = 27

[flow_run]
tool_warnings = 32
max-cap-violations = 0

[floorplanning]
die_w_um = 87
die_h_um = 87
num_rows = 24
core_area_mm2 = 0.004354
ios = 48
die-area_mm2 = 0.007569
fp_util_pct = 16.64

[status]
status = "completed"

[hold_path]
hold_class = "input port to output pin"
## Yosys cell counts, types with 2 or more instances
library cell	count
nor3_1	3
o211ai_1	3
nand2_1	9
o21ai_0	8
nor2b_1	2
nand3_1	4
nor2_1	2
xnor2_1	10
a21oi_1	17
ha_1	15
o21bai_1	2
xor2_1	5
inv_1	3
a21o_1	2
## routing by layer
metal | global-route usage (%) | wire [µm] | vias up
li1 | - | - | 468
met1 | 8.273 | 1102 | 385
met2 | 10.46 | 1150 | 23
met3 | 1.792 | 219 | 0
met4 | 0 | 0 | 0
met5 | 0 | 0 | -
## power by group through the flow
stage	combinational [mW]	sequential [mW]	clock (mW)
4_1_cts	0.109	0	0
5_1_grt	0.120	0	0
6_report	0.107	0	0
## cells in the final DEF, fill, tap and decap left out, types with 4 or more instances in the layout
cell type         n
nand2_1           9
o21ai_0           8
ha_1             15
nand3_1           4
clkdlybuf4s50_1  48
xor2_1            5
xnor2_1          10
a21oi_1          17
## final cells by class
cell class                 count  share of cell area [%]
tap                           52                   5.123
multi-input combinational     95                   56.16
inverter                       3                  0.8867
timing repair buffer          48                   37.83
## path summary, 6_finish.rpt
| check | from | to | slack [ns] | cells past startpoint |
|---|---|---|---|---|
| worst max-delay path | a[0] | sum[10] | 2.10 | 9 |
| worst min-delay path | b[0] | sum[0] | 4.19 | 3 |
## logic make-up after synthesis
kind of cell	share of synthesized area, %
buf+inv	1.554
mux	1.382
xor+xnor	18.13
fa+ha+maj	28.67
compound gates	35.23
simple gates	15.03
## through the flow
stage	instances	hold WS (ns)
after CTS	198	4.198
final	198	4.191
after floorplan	98	3.232
after global routing	198	4.236
after global placement	198	4.200
after detailed placement	198	4.191
Power and IR drop assume default switching activity.
