[/design/flow/config.mk]
export PLATFORM = sky130hd
export DESIGN_NAME = count16
export DESIGN_NICKNAME = count16
export VERILOG_FILES = /design/flow/design.v
export SDC_FILE = /design/flow/constraint.sdc
export NUM_CORES = 4
export LEC_CHECK = 1
export CORE_AREA = 10 10 70 70
export DIE_AREA = 0 0 80 80
[/design/flow/constraint.sdc]
current_design count16

set clk_period 2.0
set clk_io_pct 0.2

create_clock -name clk0 -period $clk_period [get_ports {clk}]

set non_clock_inputs [all_inputs -no_clocks]
set_input_delay [expr $clk_period * $clk_io_pct] -clock clk0 $non_clock_inputs
set_output_delay [expr $clk_period * $clk_io_pct] -clock clk0 [all_outputs]
[/design/flow/design.v]
`timescale 1ns/1ns
module count16 (count, count_tri, clk, rst_l, load_l, enable_l, cnt_in,oe_l);
	output [3:0] count;
	output [3:0] count_tri;
	input clk;
	input rst_l;
	input load_l;
	input enable_l;
	input [3:0] cnt_in;
	input oe_l;
	reg [3:0] count;
	assign count_tri = (!oe_l) ? count : 4'bZZZZ;
	always @ (posedge clk or negedge rst_l)
	begin
		if (!rst_l) begin
			count <= #1 4'b0000;
		end
		else if (!load_l) begin
			count <= #1 cnt_in;
		end
		else if (!enable_l) begin
			count <= #1 count + 1;
		end
	end
endmodule  
[/design/flow/run.sh]
#!/bin/bash
# OpenROAD 26Q1-2900-gdf79404cd8, Yosys 0.63+post, stock flow scripts
make -C /OpenROAD-flow-scripts/flow DESIGN_CONFIG=/design/flow/config.mk WORK_HOME=/design/flow/orfs finish
==> out/qor.rpt <==
STATUS
----------------------------------------------------------------------------------------
Status                                                                      finished clean

TIMING
----------------------------------------------------------------------------------------
Final Slew Violations                                                                  0
Max Clk Rate                                                                   649.7 MHz
Final Critical Period                                                            1539 ps
Final number of hold-violating endpoints                                               0
Setup repair after global routing missed its margin                                   no
Final Setup Violations                                                                 0
Transition time at the pin with the least slew margin                           249.2 ps
Tightest slew margin relative to the limit                                        83.34%
Setup TNS                                                                           0 ps
Worst Setup Slack, final                                                        460.9 ps
Period Utilization, post-route                                                    76.95%
Clock tree skew after final layout                                              2.363 ps

DETAILED ROUTING
----------------------------------------------------------------------------------------
First-pass iteration count of the detailed router                                      2
Violation tally from detailed-route iteration zero                                     2
Vias per cell                                                                      2.451
Final antenna diode count                                                              0
Routed wire length                                                                659 um
Detailed-route DRC error count                                                         0
Routed Antenna Nets                                                                    0
Vias after detailed routing                                                          201
Post-DR wirelength/cell                                                         8.037 um

CLOCK TREE
----------------------------------------------------------------------------------------
Total clock buffers created by CTS                                                     3
Max Buffers Root-to-Sink                                                               2
Deepest level of the CTS H-tree                                                        1
Post-CTS sizing                                                                        0
Post-CTS setup buffer count                                                            0
Late-Pin Clk Latency                                                              230 ps
Clock tree from TritonCTS                                                          built
Number of sinks on the clock net                                                       4
Reg clk slew, reported paths                                                       40 ps
Clock root buffer                                                           sky130_fd_sc_hd__clkbuf_4
Hold buffer count at CTS                                                               0

CRITICAL PATH
----------------------------------------------------------------------------------------
Critical path arrival                                                            1140 ps
Cell at the slowest stage of the critical path                              sky130_fd_sc_hd__clkdlybuf4s50_1
Max incr delay on CP                                                              500 ps
Crit start category                                                                 flop
Crit path kind                                                                reg -> out
Critical Path Sink Type                                                       output pin
Crit path max-delay family                                                  buffers and inverters
Critical path buffer and inverter count                                                1
Worst Reg-to-Reg Cells                                                                 4
Crit path launch                                                            count[0]$_DFFE_PN0P_
Biggest fanout along the worst timing path                                             5
Reg2Reg Capture Point                                                       count[2]$_DFFE_PN0P_
Reg-to-reg startpoint                                                       count[0]$_DFFE_PN0P_
Setup slack on the worst flop-to-flop path                                        810 ps
Crit path required time                                                          1600 ps
Crit path cell chain                                                        clkdlybuf4s50_1

CELLS AND AREA
----------------------------------------------------------------------------------------
Register containing the most flip-flops in the final layout                        count
Share of final-layout standard cells stronger than drive strength 1               13.89%
Area added between synthesis and finish                                           85.56%
Biggest regs                                                                    count x4
Register cell area after layout                                                100.1 um2
Total of fill cells in the finished design                                           391
Max reg flops                                                                          4
Combinational gate area                                                        103.9 um2

PLACED DESIGN
----------------------------------------------------------------------------------------
Total half-perimeter wirelength after legalization and detailed placement       556.5 um
Worst setup slack before clock tree synthesis                                   443.8 ps
Count of input and output buffers                                                     15
GPL Wtd Cong                                                                      0.6853

FLOORPLAN
----------------------------------------------------------------------------------------
Io pins                                                                               17
Standard cell core area                                                     0.003416 mm2
Die ar.                                                                     0.006400 mm2
Die Span X                                                                         80 um
Initial core utilization                                                          6.850%
Row Count                                                                             21
Height of the die                                                                  80 um

POWER AND IR DROP
----------------------------------------------------------------------------------------
Switching part of the total power                                                 21.80%
Switching power summed over all nets                                            63.75 uW
Reported leakage power                                                      0.0001591 uW
Clock network fraction of total power                                              32.5%
Share of total power in sequential cells                                           36.8%
Power per standard cell area                                                673.4 mW/mm2
Internal Power                                                                  228.6 uW
Combinational fraction of design power                                             30.7%
Maximum VDD drop                                                               0.1039 mV

LOGIC SYNTHESIS
----------------------------------------------------------------------------------------
Seq share, synth                                                                  42.78%
Yosys warns                                                                            2
Mean cell area of the mapped netlist                                           10.64 um2
Post-synthesis cell type with the largest combined area                     sky130_fd_sc_hd__dfrtp_1
Number of flip-flops and latches in the synthesized netlist                            4
Synthesized instance count                                                            22
Chip Area, Yosys                                                               234.0 um2
Post-Syn Area                                                                  234.0 um2
Top cells by area in the synthesized netlist                                sky130_fd_sc_hd__dfrtp_1, sky130_fd_sc_hd__buf_4, sky130_fd_sc_hd__xnor2_1
Library cells used by synthesis                                                       11
Cell count listed in synth_stat.txt                                                   22
Portion of synthesized cell area occupied by the leading cell type                42.78%

WORST HOLD PATH
----------------------------------------------------------------------------------------
Path type of the worst min-delay path                                        in -> async

GLOBAL ROUTING
----------------------------------------------------------------------------------------
Overflow left after global routing                                                     0
Maximum number of pins on one net before global-route repair                           8
Global-route wire length before repair                                            979 um
Total routing usage reported by global routing                                    1.971%
Vias in the first global route                                                       219
Number of antenna violations at the first check in global routing                      0

RUN
----------------------------------------------------------------------------------------
Max-cap violations                                                                     0
Tool warnings                                                                         26

[worst max-delay path by stage]
stage             endpoint  slack (ps)  cells after the start
global route  count_tri[0]         410                      1
CTS               count[0]         450                      1
finish            count[0]         460                      1
[cell type report]
cell class	instances	share of cell area (%)
Clock buffer	3	5.187
Tap cell	46	13.26
Multi-Input combinational cell	14	23.92
Timing Repair Buffer	15	34.58
Sequential cell	4	23.05
[kinds of logic after synthesis]
group / count (synthesis) / synth area share [%]
muxes: 2 / 9.091
DFF: 4 / 42.78
adders and majority gates: 1 / 5.347
xor gates and xnor gates: 3 / 11.23
AOI/OAI and AO/OA: 3 / 6.415
buffers and inverters: 4 / 12.83
and+or+nand+nor: 5 / 12.30
[Yosys cell counts (all sizes together)]
library cell and n:
buf 4, dfrtp 4, a21oi 3, nor2 3, xnor2 2, and2b 1
ha 1, mux2 1, mux2i 1, nand4b 1, xor2 1
[per-stage QoR]
stage | util (%) | hold slack (ps) | cell area, um2 | cells | power [uW]
2_1_floorplan | - | 104.4 | 234.0 | 22 | 145.1
3_3_place_gp | 12.05 | 598.0 | 411.6 | 79 | 198.6
4_1_cts | 12.71 | 368.3 | 434.2 | 82 | 301.1
6_report | 12.71 | 375.2 | 434.2 | 82 | 292.4
5_1_grt | 12.71 | 385.4 | 434.2 | 82 | 317.8
3_5_place_dp | 12.05 | 608.1 | 411.6 | 79 | 199.9
[worst register-to-register path, cell delays in order (launching register included)]
cell and delay [ps]:
sky130_fd_sc_hd__dfrtp_1 420, sky130_fd_sc_hd__ha_1 210, sky130_fd_sc_hd__and2b_2 200, sky130_fd_sc_hd__xnor2_1 160, sky130_fd_sc_hd__a21oi_1 90
[power groups by stage]
stage     Sequential, uW  Combinational [uW]  Clock (uW)
4_1_cts              107                92.7         101
5_1_grt              109                 102         106
6_report             107                89.8        95.1
[routing by layer]
layer	track usage (%)	up-vias	wire, um
met3	1.023	2	102
met4	1.232	0	23
met5	0	-	0
li1	-	99	-
met2	2.970	15	287
met1	2.136	85	245
[layout by cell type (no fill, tap or decap)]
master / Yosys / routed
sky130_fd_sc_hd__a21oi_1: 3 / 3
sky130_fd_sc_hd__and2b_2: 1 / 1
sky130_fd_sc_hd__clkbuf_4: 0 / 3
sky130_fd_sc_hd__clkdlybuf4s50_1: 0 / 15
sky130_fd_sc_hd__dfrtp_1: 4 / 4
sky130_fd_sc_hd__ha_1: 1 / 1
sky130_fd_sc_hd__mux2_2: 1 / 1
sky130_fd_sc_hd__mux2i_1: 1 / 1
sky130_fd_sc_hd__nand4b_1: 1 / 1
sky130_fd_sc_hd__nor2_1: 3 / 3
sky130_fd_sc_hd__xnor2_1: 2 / 2
sky130_fd_sc_hd__xor2_1: 1 / 1
Power is estimated from default activity; no workload was simulated.
