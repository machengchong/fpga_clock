==> flow/design.v <==
module clock(rst_n,key_rst,clk,key_ps,a,b,c,d,e,f,g,h,led1,led2,led3,led4);
   input   clk,rst_n;
   input   key_rst;
   reg     [3:0]stcur_keyrst,stnext_keyrst,ms10_cnt_keyrst;
   wire    key_rst_en,ms10_en_keyrst;
   localparam
           IDLERST = 4'b0001,
		   KEYRST_1ST = 4'b0010,
		   KEYRST_2ND = 4'b0011;
   input   key_ps;
   reg     [3:0]stcur_keyps,stnext_keyps,ms10_cnt_keyps;
   wire    key_ps_en,ms10_en_keyps;
   localparam
           IDLEPS = 4'b0001,
		   KEYPS_1ST = 4'b0010,
		   KEYPS_2ND = 4'b0011;
   reg      [3:0]stcur_counter,stnext_counter,k;
   reg      [3:0]numcount4,numcount3,numcount2,numcount1;
   localparam
            TORST = 4'b0001,
		    COUNT = 4'b0010,
		    PAUSE = 4'b0011;
	output  a,b,c,d,e,f,g,h,led1,led2,led3,led4;		
	reg     [3:0]stcur_led,stnext_led,inpnum;
    reg     a,b,c,d,e,f,g,h,led1,led2,led3,led4;
    localparam
            bit1 = 4'b0001,
		    bit2 = 4'b0010,
		    bit3 = 4'b0011,
			bit4 = 4'b0100;
always @(posedge clk or negedge rst_n)
begin
    if (!rst_n)
    stcur_keyrst <= IDLERST;
    else
    stcur_keyrst <= stnext_keyrst;
end
always @(stcur_keyrst or key_rst or ms10_en_keyrst)
begin
  case (stcur_keyrst)
  IDLERST: if (key_rst) stnext_keyrst <= KEYRST_1ST;
           else stnext_keyrst<= IDLERST;
  KEYRST_1ST: 
           if (!key_rst) stnext_keyrst<=IDLERST;
           else
             begin
               if (ms10_en_keyrst)
               stnext_keyrst<=KEYRST_2ND;
               else stnext_keyrst<=KEYRST_1ST;
             end
  KEYRST_2ND: 
           if (!key_rst) stnext_keyrst<=IDLERST;
           else stnext_keyrst<=KEYRST_2ND;
  default: stnext_keyrst <= IDLERST;
  endcase
end
always @(posedge clk or negedge rst_n)
begin
  if (!rst_n)
  ms10_cnt_keyrst <= 4'h0;
  else
    begin
      case(stnext_keyrst)
      IDLERST: 
	    ms10_cnt_keyrst <= 4'h0;
      KEYRST_1ST:
        ms10_cnt_keyrst <= ms10_cnt_keyrst+1;
      KEYRST_2ND:
        ms10_cnt_keyrst <= 4'h0;
      default:
        ms10_cnt_keyrst <= 4'h0;
      endcase
    end
end
assign ms10_en_keyrst= (ms10_cnt_keyrst == 4'ha)?1:0;
assign key_rst_en= (ms10_cnt_keyrst == 4'ha)?1:0; 
 always @(posedge clk or negedge rst_n)
begin
  if (!rst_n)
   stcur_keyps <= IDLEPS;
  else
   stcur_keyps <= stnext_keyps;
end
   always @(stcur_keyps or key_ps or ms10_en_keyps)
begin
   case (stcur_keyps)
   IDLEPS: 
      if (key_ps) stnext_keyps <= KEYPS_1ST;
      else stnext_keyps<= IDLEPS;
   KEYPS_1ST: 
      if (!key_ps) stnext_keyps<=IDLEPS;
      else
        begin
          if (ms10_en_keyps)
          stnext_keyps<=KEYPS_2ND;
          else stnext_keyps<=KEYPS_1ST;
        end
   KEYPS_2ND: 
      if (!key_ps) stnext_keyps<=IDLEPS;
      else stnext_keyps<=KEYPS_2ND;
   default: stnext_keyps <= IDLEPS;
   endcase
end
always @(posedge clk or negedge rst_n)
begin
  if (!rst_n)
  ms10_cnt_keyps <= 4'h0;
  else
    begin
      case(stnext_keyps)
        IDLEPS: 
		ms10_cnt_keyps <= 4'h0;
        KEYPS_1ST:
        ms10_cnt_keyps <= ms10_cnt_keyps+1;
        KEYPS_2ND:
        ms10_cnt_keyps <= 4'h0;
        default:
        ms10_cnt_keyps <= 4'h0;
      endcase
    end
end
assign ms10_en_keyps= (ms10_cnt_keyps == 4'ha)?1:0;
assign key_ps_en= (ms10_cnt_keyps == 4'ha)?1:0;
always @(stcur_counter or key_rst_en or key_ps_en)
begin
   case (stcur_counter)
TORST: 
     begin
       if(key_ps_en) stnext_counter<= COUNT;
         else stnext_counter<= TORST;
     end
COUNT: 
     if (key_rst_en) stnext_counter<=TORST;
         else
           begin
             if(key_ps_en) stnext_counter<=PAUSE;
             else stnext_counter<=COUNT;
		   end
PAUSE:
     if (key_rst_en) stnext_counter<=TORST;
         else
           begin
             if(key_ps_en) stnext_counter<=COUNT;
                else stnext_counter<=PAUSE;
           end
default: stnext_counter <= TORST;
   endcase
end
always @(posedge clk or posedge key_rst_en or negedge rst_n)
if (!rst_n) stcur_counter<=TORST;
else
 begin
     if(key_rst_en) stcur_counter <= TORST;
     else   stcur_counter <= stnext_counter;
 end
always @(posedge clk or posedge key_rst_en or negedge rst_n)
if (!rst_n) 
begin
numcount4 <= 4'D0; numcount3 <= 4'D0;numcount2 <= 4'D0;numcount1 <= 4'D0;k<=0;
end
else
  begin 
    if(key_rst_en) 
	begin 
	numcount4 <= 4'D0; numcount3 <= 4'D0;numcount2 <= 4'D0;numcount1 <= 4'D0;
	k<=0;
	end
    else 
      begin
	    case(stnext_counter)
	    TORST:
		begin 
		numcount4 <= 4'D0; numcount3 <= 4'D0;numcount2 <= 4'D0;numcount1 <= 4'D0;
		k <= 0;
		end
	    COUNT:
		begin 
		 k <= k+1;
		 if(k==4'h9)
		  begin 
		   numcount4 <= numcount4 + 1; k <=0;
		   if (numcount4 == 4'h9) 
		   begin 
		   numcount4 <= 4'h0;
		   numcount3 <= numcount3 + 1;
		   if(numcount3 == 4'h9)
		      begin 
		      numcount3 <= 4'h0;
		      numcount2 <= numcount2 + 1;
			  if(numcount2 == 4'h9)
			     begin 
		         numcount2 <= 4'h0;
		         numcount1 <= numcount1 + 1;
			     end
		      end
		   end 
		 end
		end
	    PAUSE:
		begin  
		numcount4 <= numcount4; numcount3 <= numcount3;numcount2 <= numcount2;numcount1 <= numcount1;k <= 0;
		end
	    default:
		begin  
		numcount4 <= 4'D0; numcount3 <= 4'D0;numcount2 <= 4'D0;numcount1 <= 4'D0;k <= 0;
		end
	    endcase
	  end
  end
always @(posedge clk)
      stcur_led <= stnext_led;
always @(clk)
begin
   case (stcur_led)
bit1: 
         stnext_led<= bit2;
bit2: 
         stnext_led<=bit3;
bit3:
         stnext_led<=bit4;
bit4:
         stnext_led<=bit1;
default: stnext_led <= bit1;
   endcase
end
always @(posedge clk)
begin
	    case(stnext_led)
		bit1 : 
		begin
		inpnum <= numcount1;
		h = 0;
		led1 = 1;
		led2 = 0;
		led3 = 0;
		led4 = 0;
		end
		bit2 :
		begin
		inpnum <= numcount2;
		h = 1;
		led1 = 0;
		led2 = 1;
		led3 = 0;
		led4 = 0;
		end
		bit3 :
		begin 
		inpnum <= numcount3;
		h = 0;
		led1 = 0;
		led2 = 0;
		led3 = 1;
		led4 = 0;
		end
		bit4 :
		begin 
		inpnum <= numcount4;
		h = 0;
		led1 = 0;
		led2 = 0;
		led3 = 0;
		led4 = 1;
		end
		endcase
end
always@ (inpnum) 
begin
  case(inpnum)
    4'b0000:
	begin
      a <= 1;
      b <= 1;
      c <= 1;
      d <= 1;
      e <= 1;
      f <= 1;
      g <= 0;
    end 
	4'b0001:
	begin
      a <= 0;
      b <= 1;
      c <= 1;
      d <= 0;
      e <= 0;
      f <= 0;
      g <= 0;
    end 
	4'b0010:
	begin
      a <= 1;
      b <= 1;
      c <= 0;
      d <= 1;
      e <= 1;
      f <= 0;
      g <= 1;
    end 
	4'b0011:
	begin
      a <= 1;
      b <= 1;
      c <= 1;
      d <= 1;
      e <= 0;
      f <= 0;
      g <= 1;
    end 
	4'b0100:
	begin
      a <= 0;
      b <= 1;
      c <= 1;
      d <= 0;
      e <= 0;
      f <= 1;
      g <= 1;
    end 
	4'b0101:
	begin
      a <= 1;
      b <= 0;
      c <= 1;
      d <= 1;
      e <= 0;
      f <= 1;
      g <= 1;
    end 
	4'b0110:
	begin
      a <= 0;
      b <= 0;
      c <= 1;
      d <= 1;
      e <= 1;
      f <= 1;
      g <= 1;
    end 
	4'b0111:
	begin
      a <= 1;
      b <= 1;
      c <= 1;
      d <= 0;
      e <= 0;
      f <= 0;
      g <= 0;
    end 
	4'b1000:
	begin
      a <= 1;
      b <= 1;
      c <= 1;
      d <= 1;
      e <= 1;
      f <= 1;
      g <= 1;
    end 
	4'b1001:
	begin
      a <= 1;
      b <= 1;
      c <= 1;
      d <= 0;
      e <= 0;
      f <= 1;
      g <= 1;
    end 
  endcase
end
endmodule
==> flow/run.sh <==
#!/bin/bash
# OpenROAD 26Q1-2900-gdf79404cd8, Yosys 0.63+post, stock flow scripts
make -C /OpenROAD-flow-scripts/flow DESIGN_CONFIG=/design/flow/config.mk WORK_HOME=/design/flow/orfs finish
==> flow/config.mk <==
export PLATFORM = sky130hd
export DESIGN_NAME = clock
export DESIGN_NICKNAME = clock
export VERILOG_FILES = /design/flow/design.v
export SDC_FILE = /design/flow/constraint.sdc
export NUM_CORES = 4
export LEC_CHECK = 1
export CORE_UTILIZATION = 30
==> flow/constraint.sdc <==
current_design clock

set clk_period 1.2
set clk_io_pct 0.2

create_clock -name clk0 -period $clk_period [get_ports {clk}]

set non_clock_inputs [all_inputs -no_clocks]
set_input_delay [expr $clk_period * $clk_io_pct] -clock clk0 $non_clock_inputs
set_output_delay [expr $clk_period * $clk_io_pct] -clock clk0 [all_outputs]
==> run notes <==
Implementation progress

Total global-route track usage over all layers is between 10% and 20%. The x dimension of the die stands at about 96 µm. The worst setup margin stands at -0.651 ns. The yosys synthesis chip area stands at about 2600 µm².

The net switching share of the total power stands at a little over a fifth. Per STA, the worst path is made up of inv_1, ha_2, nand3b_1, o211ai_1, and2_4, buf_6, o2bb2ai_2, a22o_1. Prior to clock tree synthesis, the placed netlist has a worst setup slack of -0.594 ns. The clock latency of the later-clocked register in the worst-skew pair stands at roughly 0.3 ns.

The slowest stage of the critical path is the dfrtp_1 cell. The clock input transition at the sequential cells of the worst setup and hold paths stands at ~0.09 ns. The async set-or-reset flop fraction in the synthesized netlist stands at between 60% and 70%. Of the total power, registers draw about 54%. The max-capacitance violation count stands at 0.

Per the synth stats, the flop cell with the highest instance count is dfrtp_1. Data on the critical path is required at its endpoint by 1.40 ns. The design draws around 3.2 mW. Per the final timing report, the hold violations number 0. According to the floorplan report, the placeable core area is between 8000 and 9000 µm². The number of global-route vias before repair stands at approximately 2100.

The synthesis-to-finish area growth stands at 49.4%. The flow ran to the end, but the final reports show violations. The synthesized area divided by synthesized cell count stands at around 10 µm². The DRC violation total after the first TritonRoute iteration stands at ~85. Per the Yosys statistics, synthesis produced around 270 cells. The synthesis report lists the most area-consuming cells as dfrtp_1 32%, edfxtp_1 9.1%, ha_1 6.2%.

The die is around 96 µm tall. The number of antenna diodes in the final layout is 0. The DRC violation count after routing stands at 0. The effective utilization at floorplan stands at 31.5%.

14 endpoints have no timing constraint. The instance area after placement stands at roughly 3400 µm². The number of detailed-routing iterations run before antenna repair stands at 4. The total CTS buffers stands at 5. In the layout the commonest cells are 54 x buf_4, 34 x dfrtp_1, 26 x nor2_1. The timer found 7 register pins that no clock reaches; their paths are not timed. The H-tree was split into 2 levels.

The number of buffers and inverters on the critical path is 2. The share of synthesized area in the top cell type comes to around 32%. The script computed a power per unit cell area of approximately 800 nW/µm². The highest clock frequency the design can meet stands at roughly 540 MHz. The share of total power in the clock network stands at 39.4%. The first global-routing pass estimated 9180 µm of wire.

By startpoint and endpoint, the worst setup path is classified as register to register. The post-synthesis cell type count stands at about 47. Summed over all layers, the global routing overflow is 0. The count of fill cells added during filler insertion stands at ~740. The number of buffers on the longest clock path stands at 2. The HPWL reported at the end of detailed placement stands at roughly 3700 µm. The via total after detailed routing stands at around 2200.

In this run the full chip footprint comes out at ~9000 µm². In this run the clock root is driven by a clkbuf_8. For this run, the slowest stage of the critical path takes approximately 0.38 ns.

Warnings raised by the tools during the run amount to 34. Sorting the Yosys area breakdown by cell type puts at the top dfrtp_1. The number of placement rows stands at 33. The wire length reported by the detailed router stands at 5610 µm.

The time the worst path needs with I/O delays and setup stands at about 1.9 ns. The clock skew after layout stands at ~0.0074 ns. The worst setup path is captured at a register. Per the post-synthesis report, the number of cells in the design is ~270. The script logs the mean routed wire length per placed instance as about 12 µm. The switching power stands at 0.684 mW. The worst setup path is launched from a register. For reference, the final report shows the max-slew violation count at 0. The arrival time at the worst endpoint stands at about 2.1 ns. The area of all placed cells without fillers stands at approximately 3900 µm².

The final reports fail on setup timing. Combinational logic burns around 6.2% of the power. The largest vdd supply drop stands at just under 600 µV. The tightest min-delay check is of the input port to asynchronous set/reset pin type. Synthesis inferred ~55 register bits. The synthesis report lists the Yosys warning total as 1. TritonCTS built the clock tree. The synthesized netlist occupies a cell area of roughly 2600 µm². The number of top-level pins stands at 16. The number of antenna violations at the first check in global routing was 0. The via count normalized by instance count stands at approximately 4.7. The total leakage power stands at about 1.8 nW.

Broken down by cell family, the worst path's largest delay share belongs to AND-OR/OR-AND gates. Once detail routing completed, the nets flagged for antenna violations numbered 0. The maximum fanout along the worst path stands at 4.

The number of enable-type register cells in the synthesized netlist stands at 8. The number of I/O port buffers stands at 15. The final timing summary puts the cycle share of the worst path at 154%. Per the cell usage report, the commonest logic cell in the layout is buf_4.

Setup repair after global routing could not meet its margin everywhere. The final setup violation count stands at 38. The internal power contribution stands at 2.49 mW. The post-route netlist has between 40% and 50% of its cells at a drive strength greater than 1.

The weighted congestion at the end of routability-driven global placement stands at between 0.8 and 0.9. Entering global routing, the biggest net connects 19 pins.
[stage by stage]
stage	setup TNS [ns]	instances	util, %	hold slack, ns
2_1_floorplan	-9.08	272	-	-0.0556
3_5_place_dp	-12.85	443	40.5	0.513
4_1_cts	-12.41	461	44.6	0.253
3_3_place_gp	-12.49	443	40.5	0.495
5_1_grt	-17.75	470	47.1	0.267
6_report	-14.30	470	47.1	0.251
[kinds of logic (layout without fill, tap and decap cells)]
family                   after synthesis  in the layout  synth area share (%)
AND-OR/OR-AND                         58             58                  15.2
XOR/XNOR                               7              7                  2.32
adder cells (fa/ha/maj)               13             13                  6.16
buffers and inverters                 24            117                  4.64
flip-flops                            48             48                  46.6
latches                                7              7                  3.98
multiplexers                           7              7                  2.79
other                                  1              8                 0.142
AND/OR/NAND/NOR                      100            100                  18.2
[state kept, by name, indices dropped and copies added (netlist names), 4 cells and up]
signal           flops
numcount2            4
numcount4            4
inpnum               4
numcount3            4
ms10_cnt_keyps       4
numcount1            4
k                    4
ms10_cnt_keyrst      4
[power by group through the flow]
| stage | logic [mW] | registers (mW) | clock network, mW |
|---|---|---|---|
| finish | 0.196 | 1.72 | 1.25 |
| global route | 0.226 | 1.73 | 1.35 |
| CTS | 0.176 | 1.72 | 1.27 |
[worst paths after layout]
path	startpoint	end	slack (ns)	cells after the start
max	ms10_cnt_keyrst[0]	numcount3[3]	-0.65	8
min	rst_n	ms10_cnt_keyrst[3]	0.25	2
max reg2reg	ms10_cnt_keyrst[0]	numcount3[3]	-0.65	8
min reg2reg	ms10_cnt_keyrst[0]	ms10_cnt_keyrst[0]	0.53	2
max in group asynchronous	ms10_cnt_keyrst[1]	numcount1[3]	0.08	6
min in group clk0	key_ps	stcur_keyps[0]	0.51	2
[Yosys cell counts (3+ instances only)]
cell       count
mux2_2         3
and2_1         3
ha_1          13
dfxtp_1        3
a22oi_1        6
inv_1         13
edfxtp_1       8
xor2_1         3
dlxtn_1        7
a21oi_1       15
nand3_1        9
o22ai_1        3
a2bb2oi_1      3
a32o_1         3
a22o_1         6
clkbuf_1       4
dfrtp_1       34
o21ai_0       11
nor2b_1        4
mux2i_1        4
nor2_1        32
nand2_1       31
buf_6          3
xnor2_1        4
nand2b_1       4
nand3b_1       6
dfstp_2        3
[area by class of cell]
class / instances / area, µm² / share of cell area, %
Sequential cell: 55 / 1340 / 33.9
Multi-Input combinational cell: 193 / 1440 / 36.5
Timing Repair Buffer: 96 / 867 / 22.0
Clock inverter: 2 / 38.8 / 0.983
Tap cell: 105 / 131 / 3.33
Inverter: 13 / 48.8 / 1.24
Clock buffer: 6 / 82.6 / 2.09
[metal layers]
layer	up-vias	wire length [µm]	part of all wire (%)	track usage (%)
li1	1112	-	-	-
met1	1052	2710	48	18.4
met2	42	2640	47	21.9
met3	7	192	3.4	2.17
met4	0	71	1.3	1.24
met5	-	0	0	0
[repair_timing]
action	CTS	global route
gates cloned	0	1
hold buffers	0	0
gates resized	46	37
pin swaps	22	21
buffers inserted	10	9
endpoints found under the setup margin	45	41
Power is estimated from default activity; no workload was simulated.
